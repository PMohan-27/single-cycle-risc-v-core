==> flow/config.mk <==
export PLATFORM = sky130hd
export DESIGN_NAME = cpu_top
export DESIGN_NICKNAME = cpu_top
export VERILOG_FILES = /design/flow/design.v
export SDC_FILE = /design/flow/constraint.sdc
export NUM_CORES = 4
export LEC_CHECK = 1
export CORE_UTILIZATION = 40
export SYNTH_MEMORY_MAX_BITS = 65536
==> flow/constraint.sdc <==
current_design cpu_top

set clk_period 19.3
set clk_io_pct 0.2

create_clock -name clk0 -period $clk_period [get_ports {clk}]

set non_clock_inputs [all_inputs -no_clocks]
set_input_delay [expr $clk_period * $clk_io_pct] -clock clk0 $non_clock_inputs
set_output_delay [expr $clk_period * $clk_io_pct] -clock clk0 [all_outputs]
==> flow/design.v <==
module ALU(
    input  [3:0] AluOp,
    input  [31:0] SrcA, SrcB,
    output reg ZeroFlag, OverflowFlag, NegativeFlag, CarryFlag,
    output reg [31:0] result
);
    always @(*)begin
        CarryFlag = 0;
        OverflowFlag = 0;
        result = 32'b0;
        case(AluOp)
            4'b0000:
                begin
                    {CarryFlag, result} = SrcA + SrcB;
                    OverflowFlag = ((SrcA[31] == SrcB[31]) && (SrcA[31] != result[31]));
                end
            4'b0001: 
                begin
                    {CarryFlag, result} = SrcA - SrcB;
                    CarryFlag = ~CarryFlag;
                    OverflowFlag = ((SrcA[31] != SrcB[31] )&&(SrcA[31] != result[31]));
                end
            4'b0010: result = SrcA^SrcB;
            4'b0011: result = SrcA|SrcB;
            4'b0100: result = SrcA&SrcB;
            4'b0101: result = SrcA << SrcB[4:0];
            4'b0110: result = SrcA >> SrcB[4:0];
            4'b0111: result = $signed(SrcA) >>> SrcB[4:0];
            4'b1000: result = ($signed(SrcA) < $signed(SrcB)) ? 32'd1 : 32'd0;
            4'b1001: result = (SrcA < SrcB) ? 32'd1 : 32'd0;
            4'b1010: result = SrcB;
            default: result = 32'b0;
        endcase
        ZeroFlag = (result == 32'b0); 
        NegativeFlag = result[31];
    end
endmodule
module PC(
    input clk, rst,
    input [31:0] PC_in,
    output reg [31:0] PC_out
);
    always @(posedge clk or posedge rst) begin
        if(rst == 1'b1)begin
            PC_out <= 32'b0;
        end
        else begin
            PC_out <= PC_in;
        end
    end
endmodule
module control_unit(
    input  [6:0] opcode, funct7,
    input  [2:0] funct3,
    input  ZeroFlag, OverflowFlag, NegativeFlag, CarryFlag, 
    output reg [3:0] AluOp,
    output reg [1:0] MemSize, ResultSrc, PCSel,
    output reg MemWrite, RegWrite, AluSrcASel, AluSrcBSel, ExtSign,
    output reg [2:0] ImmSel
);
    always @(*)begin
        case(opcode)
        7'b0110011:
            begin
                RegWrite = 1;
                ResultSrc = 2'b00;
                AluSrcBSel = 0;
                PCSel = 2'b00;
                MemSize = 0;
                MemWrite = 0;
                ExtSign = 0;
                ImmSel = 0;
                AluSrcASel = 0;
                case({funct7[5],funct3})
                    {1'b0,3'b000}: AluOp = 4'b0000;
                    {1'b0,3'b100}: AluOp = 4'b0010;
                    {1'b0,3'b110}: AluOp = 4'b0011;
                    {1'b0, 3'b111}: AluOp = 4'b0100;
                    {1'b0, 3'b001}: AluOp =  4'b0101;
                    {1'b0, 3'b101}: AluOp =  4'b0110;
                    {1'b0, 3'b010}: AluOp =  4'b1000;
                    {1'b0, 3'b011}: AluOp =  4'b1001;
                    {1'b1,3'b000}: AluOp = 4'b0001;
                    {1'b1,3'b101}: AluOp = 4'b0111;
                    default: AluOp = 4'b0000;
                endcase
            end
        7'b0010011: begin 
                RegWrite = 1;
                ResultSrc = 2'b00;
                AluSrcBSel = 1;
                PCSel = 2'b00;
                ImmSel = 3'b000;
                MemSize = 0;
                MemWrite = 0;
                ExtSign = 0;
                AluSrcASel = 0;
                case(funct3) 
                    3'b000: AluOp = 4'b0000;
                    3'b100: AluOp = 4'b0010;
                    3'b110: AluOp = 4'b0011;
                    3'b111: AluOp = 4'b0100;
                    3'b001: AluOp = 4'b0101;
                    3'b101: AluOp = (funct7 == 7'h20) ? 4'b0111 : 4'b0110;  
                    3'b010: AluOp = 4'b1000;
                    3'b011: AluOp = 4'b1001;
                    default: AluOp = 4'b0000;
                endcase
            end
        7'b0000011: 
            begin
                RegWrite = 1;
                MemWrite = 0;
                ResultSrc = 2'b01;
                AluSrcBSel = 1;
                PCSel = 2'b00;
                ImmSel = 3'b000;
                AluOp = 4'b0000;
                AluSrcASel = 0;
                case(funct3)
                    3'b000: begin MemSize = 2'b00; ExtSign = 1; end
                    3'b001: begin MemSize = 2'b01; ExtSign = 1; end
                    3'b010: begin MemSize = 2'b10; ExtSign = 1; end
                    3'b100: begin MemSize = 2'b00; ExtSign = 0; end
                    3'b101: begin MemSize = 2'b01; ExtSign = 0; end
                    default:begin  MemSize = 2'b00; ExtSign = 1; end
                endcase
            end
        7'b0100011:
            begin
                RegWrite = 0;
                MemWrite = 1;
                ResultSrc = 2'b01;
                AluSrcBSel = 1;
                PCSel = 2'b00;
                ImmSel = 3'b001;
                AluOp = 4'b0000;
                AluSrcASel = 0;
                ExtSign = 0;
                case(funct3)
                    3'b000: MemSize = 2'b00; 
                    3'b001: MemSize = 2'b01; 
                    3'b010: MemSize = 2'b10; 
                    default: MemSize = 2'b00;
                endcase
            end
        7'b1100011: 
            begin
                AluOp = 4'b0001;
                RegWrite = 0;
                MemWrite = 0;
                AluSrcBSel = 0;
                ImmSel = 3'b010;
                MemSize = 0;
                ResultSrc = 0;
                AluSrcASel = 0;
                ExtSign = 0;
                case(funct3) 
                    3'b000: PCSel = ZeroFlag ? 2'b01 : 2'b00;
                    3'b001: PCSel = ~ZeroFlag ? 2'b01 : 2'b00;
                    3'b100: PCSel = (NegativeFlag ^ OverflowFlag) ? 2'b01 : 2'b00;
                    3'b101: PCSel = ~(NegativeFlag ^ OverflowFlag) ? 2'b01 : 2'b00;
                    3'b110: PCSel = ~CarryFlag ? 2'b01 : 2'b00;
                    3'b111: PCSel = CarryFlag ? 2'b01 : 2'b00;
                    default: PCSel = 2'b00;
                endcase
            end
        7'b1101111:
            begin
            AluOp = 0;
            ResultSrc = 2'b10;
            RegWrite = 1;
            ImmSel = 3'b100;
            PCSel = 2'b01;
            MemSize = 0;
            MemWrite = 0;
            AluSrcBSel = 0;
            AluSrcASel = 0;
            ExtSign = 0;
            end
        7'b1100111: 
            begin
                AluOp = 4'b0000;
                ResultSrc = 2'b10;
                RegWrite = 1;
                ImmSel = 3'b000;
                PCSel = 2'b10;
                MemSize = 0;
                MemWrite = 0;
                AluSrcBSel = 1;
                AluSrcASel = 0;
                ExtSign = 0;
            end
        7'b0110111:
            begin
                AluSrcASel = 0;
                AluSrcBSel = 1;
                AluOp = 4'b1010;
                RegWrite = 1;
                ResultSrc = 2'b00;
                ImmSel = 3'b011;
                PCSel = 2'b00;
                MemSize = 0;
                MemWrite = 0;
                ExtSign = 0;
            end
        7'b0010111:
            begin
                AluSrcASel = 1;
                AluSrcBSel = 1;
                AluOp = 4'b0000;
                RegWrite = 1;
                ResultSrc = 2'b00;
                ImmSel = 3'b011;
                PCSel = 2'b00;
                MemSize = 0;
                MemWrite = 0;
                ExtSign = 0;
            end
        default: 
            begin
                PCSel = 2'b00;
                ImmSel = 3'b000;
                RegWrite = 0;
                MemWrite = 0;
                ResultSrc = 2'b00;
                AluSrcASel = 0;
                AluSrcBSel = 0;
                AluOp = 4'b0000;
                MemSize = 2'b00;
                ExtSign = 0;
            end
        endcase
    end
endmodule
module cpu_top(
    input  clk,
    input  rst,
    output [31:0] debug_out
);
    wire  [3:0] AluOp;
    wire [31:0] SrcA, SrcB;
    wire [31:0] AluResult;
    wire [31:0] PC_in, PC_out;
    wire  [6:0] opcode, funct7;
    wire  [2:0] funct3;
    wire  ZeroFlag, OverflowFlag, NegativeFlag, CarryFlag;
    wire ExtSign;  
    wire  MemWrite, RegWrite, AluSrcASel, AluSrcBSel;
    wire [1:0] MemSize, ResultSrc, PCSel;
    wire [2:0] ImmSel;
    wire [31:0] read;
    wire [4:0] A1, A2, A3;
    wire [31:0] WD3;
    wire WE3;
    wire [31:0] RD1, RD2;
    wire [31:0] ImmExt;
    wire [31:0] DataMemResult;
    assign PC_in = (PCSel == 2'b00) ? PC_out+4 : ((PCSel == 2'b01) ? PC_out+ImmExt : ( AluResult & 32'hFFFFFFFE));
    instr_mem instruction_memory_inst(
        .addr(PC_out),
        .read(read),
        .clk(clk)
    );
    assign opcode = read[6:0];
    assign funct3 = read[14:12];
    assign funct7 = read[31:25];
    assign A1 = read[19:15];
    assign A2 = read[24:20];
    assign A3 = read[11:7];
    assign WD3 = (ResultSrc == 2'b00) ? AluResult : ((ResultSrc == 2'b01) ? DataMemResult : PC_out + 4); 
    assign SrcA = (AluSrcASel == 1'b0) ? RD1 : PC_out;
    assign SrcB = (AluSrcBSel == 1'b0) ? RD2 : ImmExt;
    PC pc_inst(
        .clk(clk),
        .PC_in(PC_in),
        .PC_out(PC_out),
        .rst(rst)
    );
    reg_file reg_file_inst(
        .clk(clk),
        .A1(A1),
        .A2(A2),
        .A3(A3),
        .WD3(WD3),
        .WE3(RegWrite),
        .RD1(RD1),
        .RD2(RD2),
        .rst(rst)
    );
    ALU alu_inst(
        .AluOp(AluOp),
        .SrcA(SrcA),
        .SrcB(SrcB),
        .ZeroFlag(ZeroFlag),
        .OverflowFlag(OverflowFlag),
        .NegativeFlag(NegativeFlag),
        .CarryFlag(CarryFlag),
        .result(AluResult)
    );
    control_unit control_unit_inst(
        .opcode(opcode),
        .funct7(funct7),
        .funct3(funct3),
        .ZeroFlag(ZeroFlag),
        .OverflowFlag(OverflowFlag),
        .NegativeFlag(NegativeFlag),
        .CarryFlag(CarryFlag),
        .AluOp(AluOp),
        .MemWrite(MemWrite),
        .RegWrite(RegWrite),
        .AluSrcASel(AluSrcASel),
        .AluSrcBSel(AluSrcBSel),
        .ResultSrc(ResultSrc),
        .PCSel(PCSel),
        .ImmSel(ImmSel),
        .MemSize(MemSize),
        .ExtSign(ExtSign)
    );
    imm_gen imm_gen_inst(
        .inst(read),
        .ImmSel(ImmSel),
        .ImmExt(ImmExt)
    );  
    data_mem data_memory_inst(
        .WE(MemWrite),
        .clk(clk),
        .rst(rst),
        .ExtSign(ExtSign),
        .MemSize(MemSize),
        .addr(AluResult),
        .WD(RD2),
        .read(DataMemResult)
    );
    assign debug_out = AluResult;
endmodule
module data_mem(
    input WE, clk, rst, 
    input ExtSign,  
    input [1:0] MemSize,  
    input  [31:0] addr, WD,
    output reg [31:0] read
);
    reg [31:0] memory [0:32];
    integer i;
    reg misalign;
    reg [7:0] byte_selected;
    reg [15:0] hw_selected;
    always @(*)begin
        case(MemSize)
            2'b00: misalign = 1'b0;
            2'b01: misalign = (addr[0] != 1'b0);
            2'b10: misalign = (addr[1:0] != 2'b00);
            default: misalign = 1'b1;
        endcase
        case(addr[1:0])
            2'b00: byte_selected = memory[addr[31:2]][7:0];
            2'b01: byte_selected = memory[addr[31:2]][15:8];
            2'b10: byte_selected = memory[addr[31:2]][23:16];
            2'b11: byte_selected = memory[addr[31:2]][31:24];
            default byte_selected = 8'b0;
        endcase
        hw_selected = (addr[1] == 1'b0) ? memory[addr[31:2]][15:0] : memory[addr[31:2]][31:16];
        if(misalign == 1'b1)begin
            read = 32'bx;
        end
        else begin
            case(MemSize)
                2'b00: read = (ExtSign == 1'b0) ? {24'b0,byte_selected} : {{24{byte_selected[7]}}, byte_selected};
                2'b01: read = (ExtSign == 1'b0) ? {16'b0, hw_selected} : {{16{hw_selected[15]}}, hw_selected};
                2'b10: read = memory[addr[31:2]];
                default: read = 32'b0;
            endcase
        end
    end
   always @(posedge clk or posedge rst) begin
    if(rst == 1'b1) begin
        for (i = 0; i < 32; i = i + 1) begin
            memory[i] <= 32'h0;
        end
    end
    else begin
        if(WE & !misalign)begin
            case(MemSize) 
            2'b00: begin 
                case (addr[1:0])
                    2'b00: memory[addr[31:2]][7:0] <= WD[7:0];
                    2'b01: memory[addr[31:2]][15:8] <= WD[7:0];
                    2'b10: memory[addr[31:2]][23:16] <= WD[7:0];
                    2'b11: memory[addr[31:2]][31:24] <= WD[7:0];
                endcase 
            end
            2'b01: begin
                case(addr[1])
                    1'b0: memory[addr[31:2]][15:0] <= WD[15:0];
                    1'b1: memory[addr[31:2]][31:16] <= WD[15:0];
                endcase
            end
            2'b10: memory[addr[31:2]] <= WD;
            endcase
        end
    end
   end
endmodule
module imm_gen(
    input  [31:0] inst,
    input  [2:0] ImmSel,
    output reg [31:0] ImmExt
);
    always @(*)begin
        case(ImmSel)
        3'b000: ImmExt = {{20{inst[31]}}, inst[31:20]};
        3'b001: ImmExt = {{20{inst[31]}}, inst[31:25], inst[11:7]};
        3'b010: ImmExt = {{19{inst[31]}}, inst[31], inst[7], inst[30:25], inst[11:8], 1'b0};
        3'b100: ImmExt = {{12{inst[31]}}, inst[19:12], inst[20], inst[30:21], 1'b0};
        3'b011: ImmExt = {inst[31:12], 12'b0};
        default: ImmExt = 32'b0;
        endcase
    end
endmodule
module instr_mem(
    input clk,
    input  [31:0] addr,
    output reg [31:0] read
);
    reg [31:0] instr[0:255];
     initial begin
        instr[0] = 32'h00500113;  
        instr[1] = 32'h00A00193;  
        instr[2] = 32'h003101B3;  
        instr[3] = 32'hFFF18113;  
        instr[4] = 32'h00312023;  
        instr[5] = 32'h00012283;  
        instr[6] = 32'h005101B3;  
        instr[7] = 32'h00000013;  
    end
    always @(posedge clk) begin
        read <= instr[addr[31:2]];
    end
endmodule
module reg_file(
    input clk, rst,
    input [4:0] A1, A2, A3,
    input [31:0] WD3,
    input WE3,
    output [31:0] RD1, RD2
);  
    reg [31:0] registers [0:31];
    assign RD1 = (A1 == 5'b0) ? 32'b0 : registers[A1];
    assign RD2 = (A2 == 5'b0) ? 32'b0 : registers[A2];
    integer  i = 0;
    always @(posedge clk or posedge rst)begin
        if(rst == 1'b1)begin
            for (i = 0; i < 32; i = i + 1) begin
                registers[i] <= 32'h0;
            end
        end
        else if(WE3 && A3 != 5'b0)begin
            registers[A3] <= WD3;
        end
    end
endmodule
==> flow/run.sh <==
#!/bin/bash
# OpenROAD 26Q1-2900-gdf79404cd8, Yosys 0.63+post, stock flow scripts
make -C /OpenROAD-flow-scripts/flow DESIGN_CONFIG=/design/flow/config.mk WORK_HOME=/design/flow/orfs finish
==> results_slide.txt <==
Implementation Results

Clock network
  • Clock sinks: ~1,300
  • Htree depth: 4
  • CTS max path bufs: 3
  • Latency at later pin: roughly 0.8 ns
  • CTS clk-pin slew, worst paths: 0.06 ns
  • Post CTS Setup Buffer Count: 0
  • CTS resizes: 0
  • CTS tree: built
  • Inserted Clock Buffers: approximately 150
  • # hold bufs at CTS: 0
  • Root Driver: clkbuf_16

Flow run
  • Maxcap violations: 0
  • Tool Warnings: about 70

Synthesis
  • Commonest flop: dfrtp_1
  • Register share after synthesis: 52.1%
  • Number of cells in Yosys stat: about 6,800
  • Cell Area, Synth: 62,400 µm²
  • Most frequent cell after synthesis: dfrtp_1
  • Ys flops: 1,295
  • Yosys cell types: between 100 and 150
  • Main area contributors: dfrtp_1 50%, o21ai_0 7.2%, nand2_1 7.0%
  • Mean area per synthesized cell: a little over 9 µm²
  • Max-area cell share: 50.2%
  • Largest area contributor in the netlist: dfrtp_1
  • EDFF count, synth: 32
  • Top cells by count: 1,251 x dfrtp_1, 1,161 x nand2_1, 901 x o21ai_0
  • Syn. warnings: 9
  • Asr flop ratio synth: between 90% and 100%
  • Chip Area, Yosys: 62,400 µm²
  • Mapped Cells: 6,806

Final timing
  • Min Tclk post-route: between 10 and 15 ns
  • Worst setup margin: 7.61 ns
  • Final number of hold-violating endpoints: 0
  • Max Fclk: roughly 0.086 GHz
  • Final TNS setup: 0 ns
  • Final Max Tran Viols: 0
  • Worst-Margin Slew: 1.29 ns
  • Crit share post-route: around three fifths
  • Max-slew headroom: roughly 14%
  • Setup violators final: 0
  • RSZ-0062 raised after global routing: false
  • Fin Clk Skew: approximately 0.050 ns
  • WHS: roughly 0.47 ns

Routing
  • # DRC: 0
  • Total vias in the final route: approximately 58,000
  • Post-DRT Antenna Nets: 0
  • Via-to-Cell Ratio: 6.46
  • DR WL/cell: ~33 µm
  • Drt pass-1 iters: 24
  • Final wirelength: a little under 300 mm
  • Detailed Route Iter0 Violations: around 5,800

Power and ir drop
  • Internal power: 4.38 mW
  • P_sw: 1.26 mW
  • Pwr Total: around 5.6 mW
  • Power Density: ~80 nW/µm²
  • Clock Power Share: around half
  • Switching share of total power: 22.4%
  • Comb power frac: under 10%
  • VDD IR max: roughly 0.000092 V
  • LEAKAGE: roughly 30 nW
  • Sequential share of power: around half

Place
  • GPL Wtd Cong: around 1.0
  • Placed inst area: around 66,000 µm²
  • IO Port Bufs: 33
  • Cells after DPL: 8,617
  • Pre-CTS setup slack: roughly 8.6 ns
  • DPL Wire Length: ~190 mm

Global routing
  • Initial antenna violation count: 25
  • First-pass GRT wire length: ~420 mm
  • Vias in the first global route: roughly 55,000
  • Largest net degree at the start of global routing: 123
  • Total Routing Usage GR: roughly 39%
  • GRT overflow: 0

Setup path
  • Setup CP Type: register to output pin
  • CP max FO: 37
  • Crit path launch type: register
  • Crit path DRT: roughly 15 ns
  • Crit. End Element: output pin
  • CP arrival: roughly 7.8 ns

Final layout
  • Area Growth Syn to Fin: 13.1%
  • Gate Area: between 20,000 and 30,000 µm²
  • Number of fill cells in the layout: 14,478
  • Non-filler cells, final: 8,899
  • Post-route cell area: ~71,000 µm²
  • Final core occ: 45.7%
  • Share of layout cells above drive strength 1: ~11%
  • Register Area: 32,500 µm²

Floorplanning
  • Chip Width: 397 µm
  • Core utilization at floorplan: ~40%
  • Die area: between 150,000 and 200,000 µm²
  • Ports: 34
  • # rows: 144
  • Core region area: between 150,000 and 200,000 µm²
  • Chip height: roughly 400 µm

Run status
  • Status: completed

Hold path
  • Hold Crit Class: register to register
## worst max-delay path, stage by stage (launching register included)
cell	delay (ns)
dfxtp_2	0.31
buf_4	0.46
nand2b_1	0.30
nor2_4	0.05
buf_4	0.29
a222oi_1	0.34
a32o_1	0.26
buf_4	0.35
nor2_1	0.09
a21oi_1	0.28
ha_1	0.42
a21oi_1	0.25
nand2_1	0.21
a221o_1	0.38
a211o_1	0.34
a311oi_1	0.63
o22ai_1	0.21
or3_1	0.40
a31oi_1	0.40
nand3_1	0.12
a21boi_0	0.36
clkdlybuf4s50_1	0.54
## registers in the layout, indices dropped and copies added, names as in the netlist
name,cells
data_memory_inst.memory,1056
reg_file_inst.registers,224
instruction_memory_inst.read,12
pc_inst.PC_out,3
## power by group through the flow
stage / Clock [mW] / Combinational [mW] / Sequential (mW)
5_1_grt: 2.98 / 0.0669 / 2.72
4_1_cts: 2.87 / 0.0600 / 2.72
6_report: 2.86 / 0.0572 / 2.72
## placed cells by master (no fill, tap or decap), types with 22 or more instances in the layout
cell	count
nor3_1	72
nand4_1	62
a22oi_1	162
and3_1	37
o21ai_0	901
edfxtp_1	32
o2bb2ai_1	22
clkbuf_16	149
a221oi_1	74
ha_1	71
clkbuf_1	44
nor2_1	555
buf_4	298
nand3_1	141
nor4_1	29
a222oi_1	40
clkbuf_8	31
nand2_1	1160
inv_1	95
a31oi_1	198
a2111oi_0	26
mux2i_1	97
o21a_1	35
dfrtp_1	1251
a32o_1	42
clkdlybuf4s50_1	33
nor3_2	56
o211ai_1	30
a21oi_1	462
a22o_1	57
mux2_2	66
o22ai_1	41
a32oi_1	33
## path summary, 6_finish.rpt
| path | endpoint | slack, ns | from | cells after the start |
|---|---|---|---|---|
| min reg2reg | data_memory_inst.memory[14][6] | 0.47 | data_memory_inst.memory[14][6] | 2 |
| max in group asynchronous | data_memory_inst.memory[16][21] | 12.36 | rst | 6 |
| max | debug_out[28] | 7.61 | instruction_memory_inst.read[20] | 21 |
| min | data_memory_inst.memory[14][6] | 0.47 | data_memory_inst.memory[14][6] | 2 |
| min in group asynchronous | data_memory_inst.memory[0][7] | 3.89 | rst | 2 |
| max reg2reg | reg_file_inst.registers[6][29] | 8.87 | instruction_memory_inst.read[20] | 28 |
## routing by layer
metal / track usage, % / up-vias / share of wire [%]
li1: - / 24420 / -
met3: 20.9 / 1075 / 14
met1: 50.1 / 28356 / 37
met4: 22.5 / 37 / 7.7
met2: 52.6 / 3613 / 41
met5: 1.60 / - / 0.17
## cell families after synthesis
logic type	after synthesis	share of synthesized area, %
AOI/OAI and AO/OA	2345	23.5
xor gates and xnor gates	9	0.126
DFF	1295	52.1
and+or+nand+nor	2243	15.4
muxes	166	2.81
buffers and inverters	675	4.58
adders and majority gates	73	1.49
## cell type report
cell class                      count  share of cell area, %
Antenna cell                       16                 0.0567
Clock buffer                      224                   6.12
Clock inverter                     42                  0.814
Inverter                          106                  0.578
Multi-Input combinational cell   4836                   39.0
Sequential cell                  1295                   46.1
Tap cell                         2044                   3.62
Timing Repair Buffer              336                   3.78
Power and IR drop assume default switching activity.
